[flow/run.sh]
#!/bin/bash
# OpenROAD 26Q1-2900-gdf79404cd8, Yosys 0.63+post, stock flow scripts
make -C /OpenROAD-flow-scripts/flow DESIGN_CONFIG=/design/flow/config.mk WORK_HOME=/design/flow/orfs finish
[flow/design.v]
module priority_cal(
    input [1:0] pri,
    input con, 
    output [1:0] fail
    );
    assign fail[1] = ((!pri[1]) && pri[0]) && con;
    assign fail[0] = (pri[1] || (!pri[0])) && con;
endmodule
module priority_all(
    input [2:0] fail, 
    input clk, rst_n, enable,
    output reg [2:0] pri
    );
    wire one_suc;
    assign one_suc = fail[2] && fail[1] && fail[0];
    always @(posedge clk or negedge rst_n) begin
        if (!rst_n) begin
            pri <= 3'b000;
        end
        else if(enable) begin
            pri[2] <= (pri[2] && one_suc) || fail[2];
            pri[1] <= (pri[1] && one_suc) || fail[1];
            pri[0] <= (pri[0] && one_suc) || fail[0];
        end
    end
endmodule
module conflict(
    input [1:0] m_dst, n_dst,
    output mn_con
    );
    assign mn_con = (m_dst[1] && !m_dst[0] && n_dst[1] && !n_dst[0]) || (m_dst[1] && m_dst[0] && n_dst[1] && n_dst[0]) || (!m_dst[1] && m_dst[0] && !n_dst[1] && n_dst[0]);
endmodule
module judge(
    input clk, rst_n, enable,
    input [1:0] dout_x, dout_y, dout_local,
    output [2:0] fail
    );
    wire [2:0] pri;
    wire [2:0] fail_0, fail_1;
    wire [2:0] con;
    conflict ConXY(dout_x, dout_y, con[2]);
    conflict ConYZ(dout_y, dout_local, con[1]);
    conflict ConXZ(dout_x, dout_local, con[0]);
    priority_cal PCalXY(pri[2:1], con[2], {fail_0[2], fail_1[1]});
    priority_cal PCalYZ(pri[1:0], con[1], {fail_0[1], fail_1[0]});
    priority_cal PCalXZ({pri[2], pri[0]}, con[0], {fail_1[2], fail_0[0]});
    assign fail = fail_0 | fail_1;
    priority_all PAll(fail, clk, rst_n, enable, pri);
endmodule
[flow/constraint.sdc]
current_design judge

set clk_period 1.4
set clk_io_pct 0.2

create_clock -name clk0 -period $clk_period [get_ports {clk}]

set non_clock_inputs [all_inputs -no_clocks]
set_input_delay [expr $clk_period * $clk_io_pct] -clock clk0 $non_clock_inputs
set_output_delay [expr $clk_period * $clk_io_pct] -clock clk0 [all_outputs]
[flow/config.mk]
export PLATFORM = sky130hd
export DESIGN_NAME = judge
export DESIGN_NICKNAME = judge
export VERILOG_FILES = /design/flow/design.v
export SDC_FILE = /design/flow/constraint.sdc
export NUM_CORES = 4
export LEC_CHECK = 1
export CORE_AREA = 10 10 70 70
export DIE_AREA = 0 0 80 80
==> reports/summary.txt <==
status = finished with violations
violated checks = negative setup slack
maximum clock path buffer count = 2
fmax = 626 MHz
type of origin of the critical path = input port
pins over their slew limit = 0
pin count of the biggest net entering global routing = 7
first-pass GRT wire length = 1.81 mm
Fin Clk Skew = 0.00224 ns
min cycle time layout = 1.60 ns
Worst Path Class, Setup = input port to output port
final setup violation count = 3
CP max-delay cell = a31o_4
vias in the first global route = 408
Routed Wire Length = 1.04 mm
post-route cell area = 632 µm²
FF/Latch Area = 75.1 µm²
routed vias = 346
Max transition margin = 0.857
fin worst setup slack = -0.197 ns
Hold Buf Count CTS = 0
die area = 6400 µm²
Top Layout Cells = buf_6, buf_4, buf_2
Max-area cell share = 0.268
Top Ports = 12
Total Power = 0.000533 W
RSZ-0062 raised after global routing = yes
htree depth = 1
Synth Cell Area = 280 µm²
cell area power density = 844 nW/µm²
final hold viol count = 0
synthesis area per yosys = 280 µm²
gr ovfl total = 0
Hold Crit Class = input port to asynchronous set/reset pin
die width = 80 µm
Final Non-Filler Cells = 104
Mean Syn Cell Area = 9.04 µm²
via density per instance = 3.33
instance area at placement = 463 µm²
share of layout cells above drive strength 1 = 0.621
FF-to-FF End = PAll.pri[0]$_DFFE_PN0P_
Tool Warnings = 27
Yosys Warn Count = 1
CP Max Fanout = 4
DRT Pass-1 Iters = 4
total track usage = 0.0343
CORE AREA = 3420 µm²
most flop-heavy register = PAll.pri
r2r setup slk = 0.24 ns
post-route ant nets = 0
reg2reg path depth = 5
Ant. Diodes = 0
residual DRC count = 0
Filler cells = 374
LEAKAGE = 0.271 nW
worst slew pin tran = 0.212 ns
Unique cell types = 17
Root Driver = clkbuf_4
Crit. End Element = output port
violation tally from detailed-route iteration zero = 5
Setup crit end = fail[2]
cell count in the Yosys report = 31
area leader, netlist = dfrtp_1
FF-to-FF Start = PAll.pri[1]$_DFFE_PN0P_
Post-synth regs = 3
CTS clk-pin slew, worst paths = 0.04 ns
CP max stage delay = 0.23 ns
DR WL/cell = 9.95 µm
CTS tree = built
post-layout period usage = 1.14
cells along the critical path = buf_8 > and4bb_1 > a31o_4 > buf_6 > a22oi_2 > nor2_1 > buf_2
row cnt = 21
port bufs = 11
Seq share, synth = 0.268
Initial Util = 0.0821
Cells after DPL = 90
most numerous logic cell after layout = buf_6
VDD IR max = 422 µV
CTS Sinks = 3
Final GP Congestion = 0.796
Detail Placement HPWL = 706 µm
max reg flops = 3
logic area = 256 µm²
CP startpoint = dout_y[1]
setup_tns = -0.451 ns
Gate Count Post-Synth = 31
clk latency late pin = 0.23 ns
Die Ht = 80 µm
CTS Buf Count = 3
top cells by area = dfrtp_1, a31o_2, xnor2_1
crit path DRT = 1.12 ns
Layout Area Growth over Synthesis = 125%
total of max-cap violations = 0
largest registers = PAll.pri: 3 flops
WP data arrival = 1.32 ns
initial antenna violation count = 0
-- cells in the mapped netlist --
library cell  count
o21ai_1           1
o21ai_0           3
nor2_1            1
inv_1             1
and4bb_1          2
a22oi_1           1
xnor2_1           3
nand2b_1          3
dfrtp_1           3
a21oi_1           2
nor2b_1           1
and2_1            1
a22oi_2           2
a31o_2            3
and4bb_2          1
a31oi_1           1
nand2_1           2
-- logic make-up after synthesis --
family / after synthesis / synth area share
buffers and inverters: 1 / 0.0134
xor gates and xnor gates: 3 / 0.0938
and+or+nand+nor: 11 / 0.286
AOI/OAI and AO/OA: 13 / 0.339
DFF: 3 / 0.268
-- repair_timing --
action	CTS	global route
pin swaps	11	5
gates cloned	0	0
hold endpoints to repair	0	0
resized	57	3
setup endpoints to repair	6	4
setup buffers	11	1
-- per-layer routing --
metal	vias to the layer above	routed length, µm	track usage
met5	-	0	0
met4	0	0	0.00704
met3	0	134	0.0239
met2	13	413	0.0441
met1	157	487	0.0454
li1	176	-	-
-- where the power goes --
group / switching, W / internal (W) / total, W
Sequential: 0.0000422 / 0.000111 / 0.000154
Clock: 0.0000445 / 0.000107 / 0.000151
Combinational: 0.0000869 / 0.000142 / 0.000228
Total: 0.000174 / 0.000360 / 0.000533
-- cell type report --
cell class	instances	area share
inverters	1	0.00594
repair buffers	23	0.337
clock buffers	4	0.0416
well taps	46	0.0911
multi-input cells	27	0.406
flip-flops and latches	3	0.119
-- stage by stage --
stage          setup slack (ns)  hold WS (ns)  utilization
6_report                 -0.197         0.239        0.185
5_1_grt                  -0.252         0.241        0.185
2_1_floorplan             0.206       -0.0156            -
4_1_cts                  -0.183         0.232        0.179
3_3_place_gp             -0.855         0.470        0.136
3_5_place_dp             -0.883         0.484        0.136
-- critical path: cells and delay by family --
| kind | cells | cell delay [ns] |
|---|---|---|
| AOI/OAI and AO/OA | 2 | 0.44 |
| buffers and inverters | 3 | 0.33 |
| and+or+nand+nor | 2 | 0.27 |
-- worst min path at each step --
stage	end	depth (start not counted)	slack [ns]	startpoint
after global routing	PAll.pri[0]$_DFFE_PN0P_	1	0.24	rst_n
after CTS	PAll.pri[0]$_DFFE_PN0P_	1	0.23	rst_n
final	PAll.pri[0]$_DFFE_PN0P_	1	0.24	rst_n
Power figures rest on the tool's default switching activity, not on a simulated workload.
