## ./config.mk

```make
export PLATFORM = sky130hd
export DESIGN_NAME = fifo_asy
export DESIGN_NICKNAME = fifo_asy
export VERILOG_FILES = /design/flow/design.v
export SDC_FILE = /design/flow/constraint.sdc
export NUM_CORES = 4
export LEC_CHECK = 1
export CORE_UTILIZATION = 40
```

## ./constraint.sdc

```tcl
current_design fifo_asy

set clk_period 3.7
set clk_io_pct 0.2

create_clock -name clk0 -period $clk_period [get_ports {rclk}]
create_clock -name clk1 -period $clk_period [get_ports {wclk}]

set non_clock_inputs [all_inputs -no_clocks]
set_input_delay [expr $clk_period * $clk_io_pct] -clock clk0 $non_clock_inputs
set_output_delay [expr $clk_period * $clk_io_pct] -clock clk0 [all_outputs]
```

## ./design.v

```verilog
module fifo_asy #(parameter wa = 3,
                  parameter wd = 4)
                 (input rst_n,
                  input wclk,
                  input wr_en,
                  input [wd-1:0] wdata,
                  output full,
                  input rd_en,
                  input rclk,
                  output reg [wd-1:0] rdata,
                  output reg rdata_valid,
                  output empty);
    reg [wa:0] raddr;
    reg [wa:0] waddr;
    wire [wa:0] gray_waddr = (waddr>>1)^waddr;
    wire [wa:0] gray_raddr = (raddr>>1)^raddr;
    reg [wa:0] gray_raddr_r1,gray_raddr_r2;
    always @(posedge wclk) begin
        if (!rst_n)begin
            gray_raddr_r1 <= {wa{1'b0}};
            gray_raddr_r2 <= {wa{1'b0}};
            end else begin
            gray_raddr_r1 <= gray_raddr;
            gray_raddr_r2 <= gray_raddr_r1;
        end
    end
    wire full_con1 = &(~(gray_waddr[wa-2:0]^gray_raddr_r2[wa-2:0]));
    wire full_con2 = &(~(gray_waddr[wa:wa-1]^gray_raddr_r2[wa:wa-1]));
    assign full    = full_con1&~full_con2;
    reg [wa:0] gray_waddr_r1,gray_waddr_r2;
    always @(posedge rclk) begin
        if (!rst_n)begin
            gray_waddr_r1 <= {wa{1'b0}};
            gray_waddr_r2 <= {wa{1'b0}};
            end else begin
            gray_waddr_r1 <= gray_waddr;
            gray_waddr_r2 <= gray_waddr_r1;
        end
    end
    wire empty_con1 = &(~(gray_waddr_r2[wa-2:0]^gray_raddr[wa-2:0]));
    wire empty_con2 = &(~(gray_waddr_r2[wa:wa-1]^gray_raddr[wa:wa-1]));
    assign empty    = empty_con1&empty_con2;
    parameter deep = (1<<wa)-1;
    reg [wd-1:0] fifo_mem[deep:0] ;
    always @(posedge wclk) begin
        if (!rst_n)
            waddr <= {wa{1'b0}};
        else if (wr_en&&!full) begin
            fifo_mem[waddr[wa-1:0]] <= wdata;
            waddr                   <= waddr + 1'b1;
        end
            end
            always @(posedge rclk) begin
                if (!rst_n)begin
                    raddr       <= {wa{1'b0}};
                    rdata       <= {wd{1'b0}};
                    rdata_valid <= 1'b0;
                    end else if (rd_en&&!empty) begin
                    raddr       <= raddr + 1'b1;
                    rdata       <= fifo_mem[raddr[wa-1:0]];
                    rdata_valid <= 1'b1;
                    end else begin
                    rdata       <= {wd{1'b0}};
                    rdata_valid <= 1'b0;
                end
            end
            endmodule
```

## ./run.sh

```bash
#!/bin/bash
# OpenROAD 26Q1-2900-gdf79404cd8, Yosys 0.63+post, stock flow scripts
make -C /OpenROAD-flow-scripts/flow DESIGN_CONFIG=/design/flow/config.mk WORK_HOME=/design/flow/orfs finish
```

==> deck_impl_summary.md <==
Physical Implementation Snapshot

Yosys
  • Async SR Flop Fraction: 0%
  • Post-synth seq share: 63.6%
  • Main synth FF type: edfxtp_1
  • Number of enable flip-flop cells: 32
  • Most frequent cell after synthesis: edfxtp_1
  • Top cells by area: edfxtp_1 (40%), dfxtp_1 (24%), mux4_2 (7.4%)
  • Avg Cell Area, Syn: 13.8 µm²
  • Post-synthesis register bit count: 61
  • Area reported by Yosys stat: 2420 µm²
  • Unique cell types: 31
  • Ys cells: 176
  • Post-Synthesis Cells: 176
  • Top cells by count: edfxtp_1 (32), dfxtp_1 (29), nand2_1 (21)
  • Synth warnings: 1
  • Synthesized area: 2420 µm²
  • Area leader share: 39.6%
  • Largest area contributor in the netlist: edfxtp_1

Run status
  • Status: finished, final reports clean

Routing
  • DRT Wirelength: 3.84 mm
  • ANT nets after route: 0
  • Vias per cell: 4.99
  • DRC errors left: 0
  • DRT Pass-1 Iters: 4
  • Wire per inst: 14.4 µm
  • # diodes: 0
  • Iter 0 DRT Violations: 42
  • Routed via count: 1331

Critical path
  • Crit Path Category: reg2out
  • Startpoint Class: flip-flop
  • Crit Path Max Fanout: 6
  • CP endpoint kind: primary output
  • Critical Path RT: 2960 ps
  • Worst setup startpoint: waddr[2]
  • R2r startpoint: waddr[2]
  • Reg2Reg Setup Slack: 1250 ps
  • WP data arrival: 2330 ps

Placement
  • HPWL Detailed: 2.80 mm
  • GP Congestion: 0.870
  • # port buffers: 14
  • Placement Setup Slack: 936 ps

Finish
  • Finished Core Util: 49.3%
  • Area Overhead vs Synth: 15.4%
  • Share of cells above drive strength 1: 14.9%

Final timing
  • Post-route worst setup slack: 630 ps
  • Max-slew violations: 0
  • Setup TNS: 0 ps
  • Final hold violations: 0
  • Skew final: 5.63 ps
  • Slew HR: 55.0%
  • RSZ-0062 raised after global routing: false
  • Least-Margin Pin Slew: 670 ps
  • Final setup fails: 0

Job
  • Max-cap violations: 0
  • Tool warning count: 29

Floorplan
  • Core area: 5680 µm²
  • Row count: 27
  • Die H: 79.9 µm
  • Chip area: 6380 µm²
  • FP Core Util: 42.7%
  • # IOs: 16
  • Die Wd: 79.9 µm

GRT
  • Initial antenna violation count: 0
  • Largest net degree at the start of global routing: 17
  • GRT Residual Overflow: 0
  • GRT busiest layer: met2
  • Global-route usage over all layers: 14.2%
  • First-pass GRT wire length: 6.50 mm
  • Met2 Usage GRT: 21.2%
  • Met3 usage: 6.50%
  • GRT met1 Usage: 20.6%
  • Vias in the first global route: 1354

Power
  • Pwr dens: 520 nW/µm²
  • Total Power: 1.46 mW
  • Lkg Pwr: 1.02 nW
  • Max VDD drop: 0.000276 V

CTS
  • CTS tree: built
  • Clock slew at reported path FFs: 80 ps
  • # hold bufs at CTS: 0
  • Post-CTS Setup Bufs: 0
  • Cts repair resizes: 0
  • TritonCTS Sinks: 61

Hold path
  • Min-delay worst type: reg2reg
  • Worst Hold Launch: gray_waddr_r1[0]
==> through the flow <==
stage,area [µm²],hold slack (ps),cells
after CTS,2800,437,267
final,2800,437,267
after global placement,2620,415,256
after detailed placement,2620,420,256
after global routing,2800,451,267
after floorplan,2420,412,176
==> flip-flops by register name, indices dropped and copies added, names as in the netlist <==
register and count:
gray_raddr_r2 4, raddr 4, rdata_valid 1, waddr 4, gray_raddr_r1 4, gray_waddr_r2 4
gray_waddr_r1 4, rdata 4, fifo_mem 32
==> layout by cell type, fill, tap and decap left out <==
master / count
a21oi_1: 5
a311o_1: 1
a41oi_4: 1
and2_1: 13
and3_2: 1
and4_2: 1
buf_4: 2
bufinv_16: 2
clkbuf_8: 8
clkdlybuf4s50_1: 14
clkinv_2: 1
dfxtp_1: 29
edfxtp_1: 32
ha_1: 7
inv_1: 8
mux2_4: 1
mux2i_1: 3
mux4_2: 8
nand2_1: 21
nand2b_1: 1
nand3_1: 3
nand3_2: 1
nor2_1: 8
nor3_1: 6
o211ai_1: 3
o21a_1: 1
o21ai_0: 1
o21ai_2: 1
or3b_2: 1
or4_1: 1
xnor2_1: 6
xnor3_2: 1
xor2_1: 3
==> area by class of cell <==
type / instances / area [µm²]
multi-input cells: 99 / 807
inverters: 8 / 30.0
flip-flops and latches: 61 / 1540
well taps: 72 / 90.1
clock buffers: 8 / 110
fillers: 466 / 2880
repair buffers: 16 / 155
clock inverters: 3 / 65.1
==> worst paths after layout <==
kind | end | cells after the start
min in group clk1 | gray_raddr_r2[1] | 1
hold / removal | gray_waddr_r2[0] | 1
setup reg to reg | fifo_mem[4][1] | 6
max in group clk1 | fifo_mem[4][1] | 6
hold reg to reg | gray_waddr_r2[0] | 1
setup / recovery | full | 6
==> metal layers <==
metal	up-vias	routed length [µm]	part of all wire, %
met3	8	301	7.8
met5	-	0	0
li1	654	-	-
met4	0	72	1.9
met2	39	1710	45
met1	630	1750	46
==> worst max-delay path, stage by stage, from the launching register on <==
cell	delay (ps)
dfxtp_1	480
inv_1	130
ha_1	330
xor2_1	170
a311o_1	320
nor2_1	140
clkdlybuf4s50_1	480
==> power breakdown <==
part | internal (mW) | leakage (nW) | switching [mW] | total (mW)
clock | 0.340 | 0.0897 | 0.211 | 0.551
combinational | 0.0863 | 0.405 | 0.0740 | 0.160
sequential | 0.733 | 0.524 | 0.0122 | 0.745
total | 1.16 | 1.02 | 0.297 | 1.46
==> cells by family (layout without fill, tap and decap cells) <==
logic type,count (synthesis),in the layout,share of synthesized area [%]
flip-flops,61,61,63.6
AND/OR/NAND/NOR,57,57,11.8
buffers and inverters,16,35,3.15
AND-OR/OR-AND,13,13,4.39
multiplexers,12,12,9.29
XOR/XNOR,10,10,4.23
adder cells (fa/ha/maj),7,7,3.61
Power is estimated from default activity; no workload was simulated.
